### design/flow/config.mk
export PLATFORM = sky130hd
export DESIGN_NAME = read_w1
export DESIGN_NICKNAME = read_w1
export VERILOG_FILES = /design/flow/design.v
export SDC_FILE = /design/flow/constraint.sdc
export NUM_CORES = 4
export LEC_CHECK = 1
export CORE_UTILIZATION = 40
### design/flow/constraint.sdc
current_design read_w1

set clk_period 7.4
set clk_io_pct 0.2

create_clock -name clk0 -period $clk_period [get_ports {clk}]

set non_clock_inputs [all_inputs -no_clocks]
set_input_delay [expr $clk_period * $clk_io_pct] -clock clk0 $non_clock_inputs
set_output_delay [expr $clk_period * $clk_io_pct] -clock clk0 [all_outputs]
### design/flow/design.v
module read_w1(
input clk,
input reset_n,
input waitrequest,
input readdatavalid,
input [15:0] readdata,
output chipselect,
output [1:0] byteenable,
output reg read_n,
output reg write_n,
output reg [15:0] writedata,
output reg [31:0] address,
input ready,
output reg done,
output [31:0] toHexLed
);
	reg [15:0] data = 16'hF00D;
	reg [7:0] state;
	reg [7:0] nextstate = 0;
	reg [31:0] addr = 600_000;
	reg [31:0] addw = 650_000;
	reg [31:0] counter = 1;
	reg[31:0] counter2 = 1;
	reg [783:0] image;
	assign toHexLed = {counter,data,state};
	assign chipselect = 1;
	assign byteenable = 2'b11;
	localparam base_w1 = 32'd800;
	localparam base_layer1 = 32'd400_000;
	always @ (posedge clk)
	begin
		state <= nextstate;
		if(reset_n == 0)
		begin
			state <= 0;
		end
	end
	always @ (posedge clk)
	begin
		counter <= counter;
		counter2 <= counter2;
		addr <= addr;
		addw <= addw;
		case(state)
			8'h0:
			begin
				counter <= 1;
				counter2 <= 1;
				addr <= base_w1;
				addw <= base_layer1;
			end
			8'h1:
			begin
			end
			8'h2:
			begin
				data <= (readdatavalid) ? readdata : data;
				addr <= (readdatavalid) ? addr + 2 : addr;
			end
			8'h3:
			begin
				total <= (1) ? data + total : total;
			end
			8'h4:
			begin
				counter <= counter + 1;
			end
			8'h5:
			begin
				addw <= (waitrequest) ? addw : addw + 2;
			end
			8'h6:
			begin
				total <= 0;
				counter <= 1;
				counter2 <= counter2 + 1;
			end
		endcase
	end
	always @ (*)
	begin
		read_n <= 1;
		write_n <= 1;
		address <= address;
		case(state [7:0])
			8'h0:
			begin
				nextstate <= (ready) ? 1 : 0;
			end
			8'h1:
			begin
				read_n <= 0;
				address <= addr;
				nextstate <= (!waitrequest) ? 2 : 1;
			end
			8'h2:
			begin
				nextstate <= (readdatavalid) ? 10 : 2;
			end
			8'h10:
			begin
				nextstate <= (delay == 5) ? 8 : 10;
			end
			8'h8:
			begin
				read_n <= 0;
				address <= addr_img;
				nextstate <= (!waitrequest) ? 9: 8;
			end
			8'h9:
			begin
				nextstate <= (readdatavalid) ? 3: 9;
			end
			8'h3:
			begin
				nextstate <= 4;
			end
			8'h4:
			begin
				nextstate <= (counter < 784) ? 1: 5;  
			end
			8'h5:
			begin
				write_n <= 0;
				address <= addw;
				writedata <= data;
				nextstate <= (!waitrequest) ? 6 : 5;
			end
			8'h6:
			begin
				nextstate <= (counter2 < 200) ? 1 : 7;
			end
			8'h7:
			begin
				done <= (ready) ? 1 : 0;
				nextstate <= (!ready) ? 7 : 0;
			end
		endcase
	end
endmodule
### design/flow/run.sh
#!/bin/bash
# OpenROAD 26Q1-2900-gdf79404cd8, Yosys 0.63+post, stock flow scripts
make -C /OpenROAD-flow-scripts/flow DESIGN_CONFIG=/design/flow/config.mk WORK_HOME=/design/flow/orfs finish
==> qor.json <==
{
  "antenna_found_initial": {"value": 0},
  "arrival": {"value": 2.32, "unit": "ns"},
  "synthDominantCellAreaShare": {"value": 0.459},
  "fin_crit": {"value": 3.80, "unit": "ns"},
  "synth_top_cell_by_count": {"value": "sky130_fd_sc_hd__edfxtp_1"},
  "netSwitchingFraction": {"value": 0.215},
  "grt_first_pass_wirelength": {"value": 33.7, "unit": "mm"},
  "timing.final.setup_violations": {"value": 0},
  "endpoint_kind": {"value": "output port"},
  "relative_contribution_of_sequential_cells_to_total_power": {"value": 0.514},
  "core_area": {"value": 22700, "unit": "um2"},
  "place.detailed.hpwl": {"value": 13.5, "unit": "mm"},
  "htree_levels": {"value": 4},
  "final_count_of_pins_violating_max_slew": {"value": 0},
  "finish.cell_count_without_fillers": {"value": 1251},
  "std_cell_rows": {"value": 55},
  "die.size.y": {"value": 154, "unit": "um"},
  "fin_worst_skew": {"value": 0.00946, "unit": "ns"},
  "insertion_delay": {"value": 0.41, "unit": "ns"},
  "count_of_endpoints_without_a_timing_constraint": {"value": 100},
  "hold_buffers": {"value": 0},
  "power.density_cell_area": {"value": 170, "unit": "nW/um2"},
  "detailedRoute.firstIterationViolations": {"value": 561},
  "tritoncts": {"value": "yes"},
  "timing_worst_slew_pin_value": {"value": 0.813, "unit": "ns"},
  "yosysCellCount": {"value": 888},
  "timing.final.hold_violations": {"value": 0},
  "routed-via-count": {"value": 7089},
  "routed_wirelength": {"value": 20.4, "unit": "mm"},
  "ratio_of_cells_with_drive_above_1_in_the_final_layout": {"value": 0.0611},
  "synthToLayoutAreaGrowth": {"value": 18.1, "unit": "%"},
  "power_report.internal_total": {"value": 0.00146, "unit": "W"},
  "timing.max_slew.rel_slack": {"value": 0.457},
  "synth.yosys.chip_area": {"value": 9290, "unit": "um2"},
  "comb_power_share": {"value": 0.037},
  "ao_oa_area_share": {"value": 0.119},
  "final.period_utilization": {"value": 0.513},
  "first_global_vias": {"value": 6426},
  "timing.setup.tns": {"value": 0, "unit": "ns"},
  "layout.core_utilization": {"value": 0.483},
  "cts.root.buffer_cell": {"value": "sky130_fd_sc_hd__clkbuf_16"},
  "async_flop_share": {"value": 0},
  "ant_nets": {"value": 0},
  "number_of_register_pins_that_no_clock_reaches": {"value": 52},
  "via_per_inst": {"value": 5.67},
  "place_congestion": {"value": 0.845},
  "netlist.top_cell.by_area": {"value": "sky130_fd_sc_hd__edfxtp_1"},
  "tritoncts.num_buffers": {"value": 17},
  "placedCellCount": {"value": 1219},
  "worst_r2r_path_depth": {"value": 6},
  "hold_start": {"value": "counter2[0]$_SDFFCE_PN1P_"},
  "critical_path.startpoint": {"value": "state[3]$_SDFF_PN0_"},
  "grt_setup_unrepaired": {"value": "false"},
  "synthesis.area_per_instance": {"value": 10.5, "unit": "um2"},
  "dpl_worst_slack": {"value": 4.02, "unit": "ns"},
  "grt_overflow": {"value": 0},
  "ir_drop": {"value": 0.000130, "unit": "V"},
  "switching_power": {"value": 0.000401, "unit": "W"},
  "synth.cellmix.adderShare": {"value": 0.00539},
  "clockPowerShare": {"value": 0.449},
  "number_of_setup_buffers_added_after_cts": {"value": 0},
  "flip_flops_with_a_built_in_enable": {"value": 142},
  "globalRouteTotalUtil": {"value": 0.185},
  "route.detailed.drc": {"value": 0},
  "startpoint_class": {"value": "flip-flop"},
  "synthMuxAreaShare": {"value": 0.0108},
  "clockBufferDepth": {"value": 2},
  "chipWidth": {"value": 154, "unit": "um"},
  "timing_worst_setup_path_type": {"value": "flip-flop to output port"},
  "cts.repair.resized": {"value": 0},
  "cp_max_fo": {"value": 24},
  "synth_cells": {"value": 888},
  "buffer_ports.inserted": {"value": 98},
  "hold_depth": {"value": 1},
  "syn_area": {"value": 9290, "unit": "um2"},
  "synth.ff_latch_count": {"value": 198},
  "post_synth_xor_area_fraction": {"value": 0.0424},
  "ys.warnings.count": {"value": 7},
  "design.portCount": {"value": 107},
  "wl_per_cell": {"value": 16.3, "unit": "um"},
  "post_synth_num_cell_types": {"value": 53},
  "cts.reportedPaths.clkPinSlew": {"value": 0.06, "unit": "ns"},
  "stage_log_warnings": {"value": 25},
  "initCoreUtil": {"value": 0.409},
  "dominant_register_cell": {"value": "sky130_fd_sc_hd__edfxtp_1"},
  "power.leakage": {"value": 3.58, "unit": "nW"},
  "worst_r2r_startpoint": {"value": "state[0]$_SDFF_PN0_"},
  "number_of_antenna_diodes": {"value": 0},
  "holdCritPathClass": {"value": "flip-flop to flip-flop"},
  "grt_start_max_net_pins": {"value": 58},
  "setup_slack": {"value": 3.60, "unit": "ns"},
  "first_pass_iters": {"value": 5},
  "synth.area.top_cells": {"value": "sky130_fd_sc_hd__edfxtp_1 46%, sky130_fd_sc_hd__dlxtn_1 5.8%, sky130_fd_sc_hd__a21oi_1 3.2%"},
  "max_cap_viol_count": {"value": 0},
  "main_kind_of_combinational_logic_by_area": {"value": "simple AND/OR/NAND/NOR gates"},
  "common_cells": {"value": "142 x sky130_fd_sc_hd__edfxtp_1, 66 x sky130_fd_sc_hd__nand2_1, 60 x sky130_fd_sc_hd__a21oi_1, 58 x sky130_fd_sc_hd__nor2_1"},
  "max_fclk": {"value": 263, "unit": "MHz"},
  "ys_sh_simple": {"value": 0.225},
  "status": {"value": "complete, no violations"},
  "crit_required": {"value": 5.92, "unit": "ns"},
  "die_area": {"value": 23800, "unit": "um2"}
}
## state kept, by name, indices dropped and copies added (netlist names)
name,cells
nextstate,4
counter2,32
addw,31
data,16
counter,32
address,31
state,4
writedata,16
done,1
addr,31
## cells in the final DEF (no fill, tap or decap), types with 5 or more instances in the layout
| master | netlist | final |
|---|---|---|
| sky130_fd_sc_hd__and3_1 | 10 | 10 |
| sky130_fd_sc_hd__clkdlybuf4s50_1 | 0 | 98 |
| sky130_fd_sc_hd__nand3_1 | 44 | 44 |
| sky130_fd_sc_hd__or3_1 | 17 | 17 |
| sky130_fd_sc_hd__xnor2_1 | 14 | 14 |
| sky130_fd_sc_hd__dlxtn_1 | 36 | 36 |
| sky130_fd_sc_hd__xor2_1 | 31 | 31 |
| sky130_fd_sc_hd__nand3b_1 | 5 | 5 |
| sky130_fd_sc_hd__and2_1 | 18 | 18 |
| sky130_fd_sc_hd__o21ai_0 | 28 | 27 |
| sky130_fd_sc_hd__nand2_1 | 66 | 66 |
| sky130_fd_sc_hd__nand2b_1 | 10 | 10 |
| sky130_fd_sc_hd__or2_2 | 5 | 5 |
| sky130_fd_sc_hd__nor4_1 | 23 | 23 |
| sky130_fd_sc_hd__or4_1 | 40 | 40 |
| sky130_fd_sc_hd__nor3_1 | 9 | 8 |
| sky130_fd_sc_hd__a21oi_1 | 60 | 60 |
| sky130_fd_sc_hd__a22o_1 | 29 | 29 |
| sky130_fd_sc_hd__nor2_1 | 58 | 57 |
| sky130_fd_sc_hd__clkinv_2 | 0 | 5 |
| sky130_fd_sc_hd__conb_1 | 2 | 8 |
| sky130_fd_sc_hd__and4_1 | 18 | 18 |
| sky130_fd_sc_hd__edfxtp_1 | 142 | 142 |
| sky130_fd_sc_hd__o31ai_1 | 39 | 39 |
| sky130_fd_sc_hd__buf_4 | 16 | 12 |
| sky130_fd_sc_hd__nand4_1 | 35 | 35 |
| sky130_fd_sc_hd__dlxtp_1 | 16 | 16 |
| sky130_fd_sc_hd__clkbuf_16 | 0 | 17 |
| sky130_fd_sc_hd__inv_1 | 15 | 14 |
| sky130_fd_sc_hd__mux2i_1 | 10 | 10 |
## logic make-up (layout without fill, tap and decap cells)
| kind of cell | Yosys count | in the layout |
|---|---|---|
| compound gates | 171 | 171 |
| xor+xnor | 45 | 45 |
| fa+ha+maj | 4 | 4 |
| buf+inv | 85 | 157 |
| flops | 146 | 146 |
| latches | 52 | 52 |
| mux | 10 | 10 |
| other cells | 2 | 8 |
| simple gates | 373 | 373 |
## layout make-up
cell class / count / area, um2
fill: 2069 / 11700
inverter: 15 / 56.3
tap: 285 / 357
clock inverter: 14 / 138
clock buffer: 18 / 429
timing repair buffer: 110 / 1070
multi-input combinational: 611 / 3790
sequential: 198 / 5120
## worst max-delay path, stage by stage (launching register included)
cell,delay [ns]
sky130_fd_sc_hd__dfxtp_1,0.69
sky130_fd_sc_hd__nor2b_1,0.23
sky130_fd_sc_hd__nand3_1,0.13
sky130_fd_sc_hd__buf_4,0.30
sky130_fd_sc_hd__clkdlybuf4s50_1,0.54
## per-layer routing
layer  share of wire  wire, um  global-route usage  vias up
met5               0         0                   0        -
met4           0.011       221              0.0212        0
met3           0.057      1160              0.0374       14
met2            0.46      9460               0.277      207
met1            0.47      9560               0.305     3362
li1                -         -                   -     3506
## path summary, 6_finish.rpt
path / slack [ns] / endpoint
min reg2reg: 0.61 / counter2[0]$_SDFFCE_PN1P_
min: 0.61 / counter2[0]$_SDFFCE_PN1P_
max: 3.60 / write_n
max reg2reg: 4.66 / counter2[11]$_SDFFCE_PN0P_
## stage by stage
stage / cell area (um2) / power [W] / hold WS, ns
final: 11000 / 0.00186 / 0.608
after global routing: 11000 / 0.00193 / 0.650
after CTS: 11000 / 0.00189 / 0.613
after detailed placement: 10400 / 0.00104 / 0.598
after global placement: 10400 / 0.00104 / 0.588
after floorplan: 9310 / 0.00101 / 0.561
## power groups by stage
stage         logic [W]  registers, W  clock network (W)
finish        0.0000685      0.000959           0.000836
global route  0.0000764      0.000963           0.000889
CTS           0.0000696      0.000959           0.000858
Power figures rest on the tool's default switching activity, not on a simulated workload.
