==> ./design.v <==
module add_784(
input clk,
input reset_n,
input waitrequest,
input readdatavalid,
input [15:0] readdata,
output chipselect,
output [1:0] byteenable,
output reg read_n,
output reg write_n,
output reg [15:0] writedata,
output reg [31:0] address,
input ready,
output reg done,
output [31:0] toHexLed
);
	reg [3:0] state;
	reg [3:0] nextstate = 0;
	reg [31:0] addr = 600_000;
	reg [31:0] addw = 650_000;
	reg [31:0] addr_w1 = 800;
	reg [15:0] total = 1;
	reg [15:0] data = 16'hABCD;
	reg [15:0] data_w1 = 16'hABCD;
	reg [31:0] counter = 1;
	localparam IDLE = 0;
	localparam READ_IMG = 1;
	localparam WAIT_IMG = 2;
	localparam ADD = 3;
	localparam WRITE_TO_L1 = 4;
	localparam CONT_IMG = 5;
	localparam DONE = 6;
	localparam READ_W1 = 7;
	localparam WAIT_W1 = 8;
	localparam CONT_W1 = 9;
	localparam CONT_L1 = 10;
	localparam STORE_IMG = 11;
	localparam WRITE = 12;
	localparam READ = 13;
	localparam WAIT = 14;
	localparam CONT = 15;
	assign toHexLed = {data_w1,data[3:0],state};
	assign chipselect = 1;
	assign byteenable = 2'b11;
	localparam base_img = 32'd600_000;
	localparam base_layer1 = 32'd650_000;
	localparam base_weight1 = 32'd800;
	always @ (posedge clk)
	begin
		state <= nextstate;
		if(reset_n == 0)
		begin
			state <= 0;
		end
	end
	always @ (posedge clk)
	begin
		case(state)
			IDLE:
			begin
				counter <= 1;
				addr <= base_img;
				addw <= base_layer1;
				addr_w1 <= base_weight1;
				total <= 0;
			end
			READ:
			begin
			end
			WAIT:
			begin
				data <= (readdatavalid) ? readdata : data;
				addr <= (readdatavalid) ? addr + 2 : addr;
			end
			WRITE:
			begin
				writedata <= total;
				addw <= (waitrequest) ? addw : addw + 2;
			end
			ADD:
			begin
				total <= (1) ? data + total : total;
			end
			CONT:
			begin
				counter <= counter + 1;
			end
			DONE:
			begin
			end
		endcase
	end
	always @ (*)
	begin
		case(state)
			IDLE:
			begin
				read_n <= 1;
				write_n <= 1;
				nextstate <= (ready) ? READ : IDLE;
			end
			READ:
			begin
				read_n <= 0;
				write_n <= 1;
				address <= addr;
				nextstate <= (!waitrequest) ? WAIT : READ;
			end
			WAIT:
			begin
				nextstate <= (readdatavalid) ? ADD : WAIT;
			end
			ADD:
			begin
				nextstate <= CONT;
			end
			WRITE:
			begin
				write_n <= 0;
				read_n <= 1;
				address <= addw;
				nextstate <= (!waitrequest) ?  DONE : WRITE;
			end
			CONT:
			begin
				nextstate <= (counter < 784) ? READ : WRITE;
			end
			DONE:
			begin
				done <= (ready) ? 1 : 0;
				nextstate <= (ready) ? DONE : IDLE;
			end
		endcase
	end
endmodule
==> ./run.sh <==
#!/bin/bash
# OpenROAD 26Q1-2900-gdf79404cd8, Yosys 0.63+post, stock flow scripts
make -C /OpenROAD-flow-scripts/flow DESIGN_CONFIG=/design/flow/config.mk WORK_HOME=/design/flow/orfs finish
==> ./config.mk <==
export PLATFORM = sky130hd
export DESIGN_NAME = add_784
export DESIGN_NICKNAME = add_784
export VERILOG_FILES = /design/flow/design.v
export SDC_FILE = /design/flow/constraint.sdc
export NUM_CORES = 4
export LEC_CHECK = 1
export CORE_UTILIZATION = 50
==> ./constraint.sdc <==
current_design add_784

set clk_period 7.7
set clk_io_pct 0.2

create_clock -name clk0 -period $clk_period [get_ports {clk}]

set non_clock_inputs [all_inputs -no_clocks]
set_input_delay [expr $clk_period * $clk_io_pct] -clock clk0 $non_clock_inputs
set_output_delay [expr $clk_period * $clk_io_pct] -clock clk0 [all_outputs]
==> reports/qor.yml <==
synth:
  synth-seq-cells: 184
  ys_cells: 819
  synth.avg_cell_area_um2: 10.90
  syn_inst: 819
  ys.warnings.count: 1
  synthArstFlopShare_pct: 0
  ys_types: 55
  netlist_area_um2: 8926
  edf_count: 142
  flop_cell: "edfxtp_1"
  yosys_area_um2: 8926
timing:
  post-route-min-period_ns: 3.282
  finalCritPeriodShare_pct: 42.63
  fmax_mhz: 304.7
  setup_tns_ns: 0
  worst_slack_ns: 4.418
  grt_setup_unrepaired: "false"
  setup_violations: 0
  unclocked_pins: 38
  relSlewSlack_pct: 42.51
  slew_violations: 0
  finalHoldWorstSlack_ns: 0.4638
  worst_slew_pin_slew_ns: 0.8598
  untimed_endpoints: 72
  hold_viol: 0
  finalClockSkew_ns: 0.01046
placement:
  hpwlAfterDp_um: 12710
  port_buffers: 78
  dp_slack_ns: 4.485
  place_inst: 1093
  gp_congestion: 0.8677
global_route:
  antenna_found_initial: 0
  grt.busiest_layer: "met1"
  globalRouteMet2Util_pct: 33.08
  grt_pass1_vias: 6011
  gr-total-overflow: 0
  grt_pass1_wl_um: 30750
  grt_max_degree: 60
  groute.usage.overall_pct: 23.05
  use_met3_pct: 6.644
  grt.met1_usage_pct: 38.87
setup_path:
  path_class: "reg2out"
  path_depth: 1
  critPathCaptureType: "output port"
  path_buffers: 1
  path_cells: "clkdlybuf4s50_1"
  cp_max_fo: 20
  cp.required_ns: 6.16
  critPathLaunchType: "register"
  slowest_delay_ns: 0.71
  worstPathArrival_ns: 1.74
  cpMaxStageDelayCell: "dfxtp_1"
  cp_top_family: "flip-flops"
  reg2reg_depth: 6
clock_tree:
  cts_resized: 0
  clk_pin_slew_worst_paths_ns: 0.06
  clock_latency_ns: 0.43
  cts.htree.levels: 4
  post-cts-setup-buffers: 0
  cts_tree: "yes"
  cts_buffers: 17
  cts_hold_buf: 0
  root_buffer: "clkbuf_16"
  clockBufferDepth: 2
floorplanning:
  floorplan.core_util_pct: 51.43
  dieHeight_um: 135.6
  chip_area_um2: 18390
  num_rows: 48
  design.core.area_um2: 17360
  io_pins: 107
  fp.dieW_um: 135.6
pwr:
  switchingPower_w: 0.0004426
  p_leak_nw: 3.647
  swShare_pct: 22.75
  ir_drop_mv: 0.1593
  p_comb_share_pct: 7.3
  pwr-share-seq_pct: 49.6
  internal_power_w: 0.001503
  clkPwrFrac_pct: 43.1
  powerDensity_nw_per_um2: 187.5
run:
  tool_warnings: 25
  drv_cap: 0
layout:
  finalNonFillerCells: 1125
  drive_above_1_share_pct: 9.000
  utilization_pct: 59.80
  area_delta_synth_final_pct: 16.27
route:
  post-route-drc-count: 0
  finalWirelength_um: 19060
  drtAntennaViolNets: 0
  drt_iter0_drc: 410
  routedWlPerCell_um: 16.94
  diodes: 0
  vias: 6268
  viasPerCell: 5.572
  firstDrtPassIters: 5
hold_path:
  hold_path_class: "reg2reg"
  holdPathStages: 0
status:
  outcome: "finished, final reports clean"
==> cell families after synthesis <==
| group | Yosys count | synth area share, % |
|---|---|---|
| multiplexers | 31 | 3.883 |
| AND/OR/NAND/NOR | 340 | 20.11 |
| XOR/XNOR | 71 | 6.967 |
| buffers and inverters | 78 | 4.850 |
| other | 2 | 0.08414 |
| AND-OR/OR-AND | 94 | 6.294 |
| flip-flops | 146 | 48.67 |
| adder cells (fa/ha/maj) | 19 | 2.747 |
| latches | 38 | 6.392 |
==> worst reg2reg max path, stage by stage (launching register included) <==
cell	delay, ns
edfxtp_1	0.40
ha_1	0.41
a21oi_1	0.25
o21ai_0	0.15
a221o_1	0.31
a221oi_1	0.36
mux2_2	0.37
==> per-stage QoR <==
stage	cell area (um2)	total power [W]
CTS	10380	0.001962
floorplan	9024	0.001065
global placement	9786	0.001121
detailed placement	9786	0.001122
finish	10380	0.001946
global route	10380	0.002016
==> worst paths after layout <==
kind                                        startpoint                      end  slack, ns
worst min register to register  total[7]$_SDFFCE_PN0P_   writedata[7]$_DFFE_PP_       0.46
worst min-delay path            total[7]$_SDFFCE_PN0P_   writedata[7]$_DFFE_PP_       0.46
worst max-delay path               state[0]$_SDFF_PN0_              toHexLed[0]       4.42
worst max register to register  total[9]$_SDFFCE_PN0P_  total[14]$_SDFFCE_PN0P_       5.18
==> layout by cell type, fill, tap and decap left out, drive strengths merged, types with 4 or more instances in the layout <==
master and n:
clkbuf 19, xor2 38, clkinv 5, nor2 79
nand3 41, nand4 28, dfxtp 4, a21oi 27
ha 18, o21a 4, conb 28, clkdlybuf4s50 78
xnor2 33, nand2b 8, mux2 29, dlxtn 38
edfxtp 142, nand2 71, o21ai 34, a21o 8
and4 12, or4 5, nor4 17, inv 17
nor2b 4, nor3 17, buf 8, o211ai 6
and2 14, and3 22, a31oi 4, or3 14
==> Yosys cell counts (17+ instances only) <==
| cell type | instances | area [um2] |
|---|---|---|
| dlxtn_1 | 38 | 570.6 |
| o21ai_0 | 34 | 170.2 |
| xor2_1 | 38 | 332.8 |
| nand3_1 | 41 | 205.2 |
| xnor2_1 | 33 | 289.0 |
| and3_1 | 21 | 131.4 |
| edfxtp_1 | 142 | 4264 |
| nor3_1 | 17 | 85.08 |
| mux2_2 | 27 | 304.0 |
| nand2_1 | 69 | 259.0 |
| a21oi_1 | 27 | 135.1 |
| ha_1 | 18 | 225.2 |
| nor2_1 | 79 | 296.5 |
| buf_4 | 33 | 247.7 |
| nand4_1 | 25 | 156.4 |
==> layout make-up <==
cell class,instances,area (um2)
Sequential cell,184,4915
Fill cell,1356,6978
Clock buffer,19,432.9
Tap cell,225,281.5
Inverter,15,56.30
Timing Repair Buffer,86,840.8
Clock inverter,13,160.2
Multi-Input combinational cell,583,3692
==> per-layer routing <==
layer	part of all wire, %	up-vias	wire length (um)
li1	-	3058	-
met4	1.1	0	205
met5	0	-	0
met3	6.4	15	1225
met2	46	202	8752
met1	47	2993	8877
==> registers in the layout (all words and copies together), names as in the netlist <==
name / flops
state: 4
writedata: 16
counter: 32
done: 1
data: 16
address: 31
addr: 31
addw: 31
write_n: 1
nextstate: 4
total: 16
read_n: 1
==> power groups by stage <==
stage	clock (W)	combinational (W)	sequential, W
6_report	0.000839	0.000142	0.000965
5_1_grt	0.000887	0.000158	0.000971
4_1_cts	0.000854	0.000143	0.000965
No activity file was given, so power comes from the tool's default toggle rates.
