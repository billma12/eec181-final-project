[/design/flow/run.sh]
#!/bin/bash
# OpenROAD 26Q1-2900-gdf79404cd8, Yosys 0.63+post, stock flow scripts
make -C /OpenROAD-flow-scripts/flow DESIGN_CONFIG=/design/flow/config.mk WORK_HOME=/design/flow/orfs finish
[/design/flow/config.mk]
export PLATFORM = sky130hd
export DESIGN_NAME = layer1_safe
export DESIGN_NICKNAME = layer1_safe
export VERILOG_FILES = /design/flow/design.v
export SDC_FILE = /design/flow/constraint.sdc
export NUM_CORES = 4
export LEC_CHECK = 1
export CORE_UTILIZATION = 50
[/design/flow/constraint.sdc]
current_design layer1_safe

set clk_period 15.5
set clk_io_pct 0.2

create_clock -name clk0 -period $clk_period [get_ports {clk}]

set non_clock_inputs [all_inputs -no_clocks]
set_input_delay [expr $clk_period * $clk_io_pct] -clock clk0 $non_clock_inputs
set_output_delay [expr $clk_period * $clk_io_pct] -clock clk0 [all_outputs]
[/design/flow/design.v]
module layer1_safe(
input clk,
input reset_n,
input waitrequest,
input readdatavalid,
input [15:0] readdata,
output chipselect,
output [1:0] byteenable,
output reg read_n,
output reg write_n,
output reg [15:0] writedata,
output reg [31:0] address,
input ready,
output reg done,
output [31:0] toHexLed
);
	reg [31:0] Adr_Img = 600_000;
	reg [31:0] Adr_L1 = 650_000;
	reg [31:0] Adr_W1 = 800;
   reg [15:0] Data_Img = 16'hABCD;
	reg signed [15:0] Data_W1 = 16'h0000;
	reg signed [15:0] Total = 16'h0000;
	reg [7:0] state;
	reg [7:0] nextstate = 0;
	reg [15:0] Img_Count = 1;
	reg [15:0] W1_Count = 1;
	reg [15:0] Node_Count = 1;
	reg [3:0] cycles = 0;
	localparam IDLE = 0;
	localparam READ_IMG = 1;
	localparam WAIT_IMG = 2;
	localparam ADD = 3;
	localparam WRITE_TO_L1 = 4;
	localparam CONT_IMG = 5;
	localparam DONE = 6;
	localparam READ_W1 = 7;
	localparam WAIT_W1 = 8;
	localparam CONT_W1 = 9;
	localparam CONT_L1 = 10;
	localparam STORE_IMG = 11;
	localparam DELAY = 12;
	localparam Base_Img = 32'd600_000;
	localparam Base_Layer1 = 32'd400_000;
	localparam Base_W1 = 32'd800;
	assign toHexLed = {Node_Count,Data_Img,state};
	assign chipselect = 1;
	assign byteenable = 2'b11;
	always @ (posedge clk)
	begin
		state <= nextstate;
		if(reset_n == 0)
		begin
			state <= IDLE;
		end
	end
	always @ (posedge clk)
	begin
		case(state)
			IDLE:
			begin
				W1_Count <= 1;
				Node_Count <= 1;
				Adr_Img <= Base_Img;
				Adr_L1 <= Base_Layer1;
				Adr_W1 <= Base_W1;
				Total <= 0;
			end
			READ_IMG:  
			begin
			end
			WAIT_IMG:  
			begin
				Data_Img <= (readdatavalid) ? readdata : Data_Img;
				Adr_Img <= (readdatavalid) ? Adr_Img + 2 : Adr_Img;
			end
			READ_W1:  
			begin
			end
			WAIT_W1:  
			begin
				Data_W1 <= (readdatavalid) ? readdata : Data_W1;
				Adr_W1 <= (readdatavalid) ? Adr_W1 + 2 : Adr_W1;
			end
			ADD:  
			begin
				Total <= (Data_Img != 0) ? Total + Data_W1 : Total;
			end
			CONT_W1:  
			begin
				W1_Count <= W1_Count + 1;
			end
			WRITE_TO_L1:  
			begin
				Adr_L1 <= (!waitrequest) ? Adr_L1 + 2: Adr_L1;
			end
			CONT_L1:  
			begin
				W1_Count <= 0;
				Total <= 0;
				Adr_Img <= Base_Img;
				Node_Count <= Node_Count + 1;
			end
			DONE:
			begin
			end
		endcase
	end
	always @ (*)
	begin
		case(state)
			IDLE: 
			begin
				read_n <= 1;
				write_n <= 1;
				address <= address;
				nextstate <= (ready) ? READ_IMG : IDLE;
			end
			READ_IMG:
			begin
				read_n <= 0;
				write_n <= 1;
				address <= Adr_Img;
				nextstate <= (!waitrequest) ? WAIT_IMG : READ_IMG;
			end
			WAIT_IMG:
			begin
				nextstate <= (readdatavalid) ? READ_W1 : WAIT_IMG;
			end
			READ_W1:
			begin
				read_n <= 0;
				write_n <= 1;
				address <= Adr_W1;
				nextstate <= (!waitrequest) ? WAIT_W1 : READ_W1;
			end
			WAIT_W1:
			begin
				nextstate <= (readdatavalid) ? ADD : WAIT_W1;
			end
			ADD:
			begin
				nextstate <= CONT_W1;
			end
			CONT_W1:
			begin
				nextstate <= (W1_Count < 784) ? READ_IMG : WRITE_TO_L1;
			end
			WRITE_TO_L1:
			begin
				write_n <= 0;
				read_n <= 1;
				address <= Adr_L1;
				writedata <= Total;
				nextstate <= (!waitrequest) ? CONT_L1: WRITE_TO_L1;
			end
			CONT_L1:
			begin
				nextstate <= (Node_Count < 200) ? READ_IMG : DONE;
			end
			DONE:
			begin
				done <= (ready) ? 1 : 0;
				nextstate <= (!ready) ? IDLE : DONE;
			end
		endcase
	end
endmodule
==> impl_summary.log <==
[flow] summary of implementation run
INFO  metric final_min_period_over_clock_period = 31.7%
INFO  metric combGateArea = 0.00452 mm²
INFO  metric cpLargestDelayFamily = flip-flops
INFO  metric rsz0062_at_grt = no
INFO  metric slew_violations = 0
INFO  metric synth_top_flop_cell = edfxtp_1
INFO  metric drt_first_iter_violations = 497
INFO  metric area_delta_synth_final = 16.2%
INFO  metric finalPower = 1.04 mW
INFO  metric vias = 7,886
INFO  metric finalCoreUtilization = 59.8%
INFO  metric tns = 0 ns
INFO  metric synth_top_cell_by_count = edfxtp_1
INFO  metric finish.instance_area = 0.0127 mm²
INFO  metric portBuffers = 98
INFO  metric worstPathMaxFanout = 23
INFO  metric crit_chain = clkdlybuf4s50_1
INFO  metric max_clock_freq = 204 MHz
INFO  metric cts-root-to-sink-buffers = 2
INFO  metric ys_types = 67
INFO  metric common_cells = 173 x edfxtp_1, 143 x nand2_1, 114 x nor2_1
INFO  metric numSynthFlops = 231
INFO  metric register_pins_left_without_a_clock = 54
INFO  metric power_density = 82.3 mW/mm²
INFO  metric drt-wirelength-per-cell = 17.2 µm
INFO  metric fillCellCount = 1,811
INFO  metric total_drc_errors_in_the_routed_layout = 0
INFO  metric tightest_slew = 0.875 ns
INFO  metric setup_viol = 0
INFO  metric setup_ws = 10.59 ns
INFO  metric regArea = 0.00609 mm²
INFO  metric timing.final.crit_period = 4.91 ns
INFO  metric finClkSkew = 0.00955 ns
INFO  metric place_congestion = 0.865
INFO  metric endpoint_kind = primary output
INFO  metric dp_slack = 10.73 ns
INFO  metric critPathMaxStageDelay = 0.79 ns
INFO  metric fp.dieArea = 0.0224 mm²
INFO  metric chipHeight = 150 µm
INFO  metric post-place-cells = 1,384
INFO  metric inserted_clock_buffers = 17
INFO  metric post_synth_instance_area = 0.0109 mm²
INFO  metric yosys_cells = 1,047
INFO  metric whs = 0.613 ns
INFO  metric gr-usage-all-layers = 24.0%
INFO  metric async_set_or_reset_flop_fraction_in_the_synthesized_netlist = 0%
INFO  metric drt_pass1_iterations = 5
INFO  metric outcome = finished, final reports clean
INFO  metric crit_required = 12.40 ns
INFO  metric tritoncts_clock_tree = yes
INFO  metric cts-htree-levels = 4
INFO  metric detail_route.vias_per_cell = 5.57
INFO  metric max_cap_violations = 0
INFO  metric die_width = 150 µm
INFO  metric critical_path.slowest_cell = dfxtp_1
INFO  metric critical_path.startpoint_type = flop
INFO  metric fp_util = 51.5%
INFO  metric p_leak = 4.63 nW
INFO  metric post_route_cells_drive_above_1_share = 5.43%
INFO  metric clock_pin_slew_on_the_worst_setup_and_hold_paths = 0.07 ns
INFO  metric core-area = 0.0212 mm²
INFO  metric fin_cells = 1,416
INFO  metric drt.antenna.violating_nets = 0
INFO  metric syn_area_per_cell = 10.4 µm²
INFO  metric antennaDiodeCount = 0
INFO  metric wirelength = 24,300 µm
INFO  metric unconstrained_endpoints = 104
INFO  metric yosysChipArea = 0.0109 mm²
INFO  metric ir_drop = 0.0000651 V
INFO  metric clk_root_buffer_cell = clkbuf_16
INFO  metric warnings = 25
INFO  metric timing.hold.worst.class = flop to flop
INFO  metric timing.slew.headroom = 41.1%
INFO  metric synth.yosys.warnings = 1
INFO  metric setup.worst_path.class = flop to primary output
INFO  metric top_area_share = 47.6%
INFO  metric grt_overflow = 0
INFO  metric synth-edff-count = 173
INFO  metric yosysTopAreaCell = edfxtp_1
INFO  metric largest_cells_by_area_after_synthesis = edfxtp_1 48%, dlxtn_1 7.4%, xor2_1 5.8%
INFO  metric post-cts-setup-buffer-count = 0
INFO  metric number_of_global_route_vias_before_repair = 7,444
INFO  metric global_route_wire_length_before_repair = 39,100 µm
INFO  metric timing.critical_path.buf_inv = 1
INFO  metric cts_resized = 0
INFO  metric worst-endpoint-arrival = 1.81 ns
INFO  metric largest_net_degree_at_the_start_of_global_routing = 51
INFO  metric timing_hold_violations_final = 0
INFO  metric placement_rows = 53
INFO  metric detailed_place.area = 0.0121 mm²
INFO  metric cts-hold-fix-buffers = 0
INFO  metric syn_inst = 1,047
INFO  metric hpwl_after_detailed_placement = 16,900 µm
INFO  metric io_pins = 107
INFO  metric clkLatencyLatePin = 0.43 ns
INFO  metric initial_antenna_violation_count = 0
-- state kept, by name (all words and copies together), names as in the netlist, 31 cells and up --
name     count
Adr_Img     31
Adr_L1      31
Adr_W1      31
address     31
-- per-layer routing --
metal	vias to the layer above	part of all wire (%)	global-route usage [%]
met1	3736	48	40.8
li1	3939	-	-
met5	-	0	0
met2	197	45	35.0
met3	14	6.0	6.09
met4	0	0.83	2.02
-- cell type report --
type | instances | share of cell area (%)
sequential | 231 | 48.0
clock inverter | 14 | 1.26
inverter | 16 | 0.473
tap | 275 | 2.71
clock buffer | 18 | 3.38
timing repair buffer | 113 | 8.62
multi-input combinational | 749 | 35.6
-- where the power goes --
group | internal (mW) | total (mW) | switching, mW | leakage, nW
combinational | 0.0288 | 0.0561 | 0.0273 | 2.13
sequential | 0.541 | 0.555 | 0.0143 | 2.21
clock | 0.231 | 0.433 | 0.202 | 0.293
total | 0.801 | 1.04 | 0.244 | 4.63
-- cells in the final DEF (no fill, tap or decap), types with 14 or more instances in the layout --
cell type        count
and3_1              21
xnor2_1             31
dlxtn_1             54
a22oi_1             29
and2_1              16
nor2_1             113
inv_1               14
nand3_1             44
buf_4               15
clkdlybuf4s50_1     98
o21ai_0             29
clkbuf_16           17
ha_1                20
nor3_1              25
edfxtp_1           173
nand4_1             35
a21oi_1             34
nor4_1              14
xor2_1              72
or3_1               16
nand2_1            143
-- worst paths after layout --
kind	from	endpoint	slack, ns	cells past startpoint
worst min-delay path	Node_Count[0]	Node_Count[0]	0.61	1
worst max-delay path	state[2]	toHexLed[2]	10.59	1
worst min register to register	Node_Count[0]	Node_Count[0]	0.61	1
worst max register to register	state[2]	Adr_L1[19]	12.39	6
-- logic make-up (layout without fill, tap and decap cells) --
group	count (synthesis)	after routing	share of synthesized area, %
fa+ha+maj	21	21	2.47
other cells	2	8	0.0688
simple gates	479	479	21.9
flops	177	177	48.3
buf+inv	73	161	3.18
mux	4	4	0.378
xor+xnor	103	103	8.26
latches	54	54	7.42
compound gates	134	134	7.99
No activity file was given, so power comes from the tool's default toggle rates.
